--- flow/config.mk ---
export PLATFORM = sky130hd
export DESIGN_NAME = TH99CHLS
export DESIGN_NICKNAME = TH99CHLS
export VERILOG_FILES = /design/flow/design.v
export SDC_FILE = /design/flow/constraint.sdc
export NUM_CORES = 4
export LEC_CHECK = 1
export CORE_UTILIZATION = 40
--- flow/constraint.sdc ---
current_design TH99CHLS

set clk_period 6.1
set clk_io_pct 0.2

create_clock -name clk0 -period $clk_period [get_ports {clk}]

set non_clock_inputs [all_inputs -no_clocks]
set_input_delay [expr $clk_period * $clk_io_pct] -clock clk0 $non_clock_inputs
set_output_delay [expr $clk_period * $clk_io_pct] -clock clk0 [all_outputs]
--- flow/design.v ---
module filter(
    input   clock,
    input   rst_n,
    input   w_en_n,          
    input   [7 : 0] p,
    input   [15: 0] addr,
    input   x_valid_n,
    input   [7 : 0] x,
    output  reg [7 : 0] y
    );
    reg [8*8-1 : 0] param;   
    reg [7*8-1 : 0] x_arr;   
    always @ (posedge clock or negedge rst_n) begin
        if (~rst_n) begin
            param <= 64'd0;
        end
        else if (~w_en_n) begin
            case(addr[3 : 0])
            4'b0000: param[7 : 0] <= p;
            4'b0001: param[15: 8] <= p;
            4'b0010: param[23:16] <= p;
            4'b0011: param[31:24] <= p;
            4'b0100: param[39:32] <= p;
            4'b0101: param[47:40] <= p;
            4'b0110: param[55:48] <= p;
            4'b0111: param[63:56] <= p;
            endcase
        end
    end
    always @ (posedge clock or negedge rst_n) begin
        if (~rst_n) begin
            x_arr <= 56'd0;
        end
        else if (~x_valid_n) begin
            x_arr <= {x_arr[47: 0], (x & param[63:56])};
        end
    end
    always @ (posedge clock or negedge rst_n) begin
        if (~rst_n) begin
            y <= 8'd0;
        end
        else begin
            y <= x_arr[7 : 0] * param[7 : 0] +
                 x_arr[15: 8] * param[15: 8] +
                 x_arr[23:16] * param[23:16] +
                 x_arr[31:24] * param[31:24] +
                 x_arr[39:32] * param[39:32] +
                 x_arr[47:40] * param[47:40] +
                 x_arr[55:48] * param[55:48];
        end
    end
endmodule
module hex2decdigi_6bit(
    input   clock,
    input   rst_n,
    input   [5 : 0] hex,
    output  reg [6 : 0] digi_0,
    output  reg [6 : 0] digi_1
    );
    localparam DIGI_0 = 7'b0111111;
    localparam DIGI_1 = 7'b0011000;
    localparam DIGI_2 = 7'b1110110;
    localparam DIGI_3 = 7'b1111100;
    localparam DIGI_4 = 7'b1011001;
    localparam DIGI_5 = 7'b1101101;
    localparam DIGI_6 = 7'b1101111;
    localparam DIGI_7 = 7'b0111000;
    localparam DIGI_8 = 7'b1111111;
    localparam DIGI_9 = 7'b1111101;
    localparam DIGI_X = 7'b0000000;
    reg [3 : 0] res_1;
    reg [6 : 0] digi_1_d1;
    always @ (posedge clock or negedge rst_n) begin
        if (~rst_n) begin
            digi_1_d1 <= DIGI_X;
            res_1  <= 4'd0;
        end
        else begin
            if (hex >= 6'd60) begin
                digi_1_d1 <= DIGI_6;
                res_1  <= hex - 6'd60;
            end
            else if (hex >= 6'd50) begin
                digi_1_d1 <= DIGI_5;
                res_1  <= hex - 6'd50;
            end
            else if (hex >= 6'd40) begin
                digi_1_d1 <= DIGI_4;
                res_1  <= hex - 6'd40;
            end
            else if (hex >= 6'd30) begin
                digi_1_d1 <= DIGI_3;
                res_1  <= hex - 6'd30;
            end
            else if (hex >= 6'd20) begin
                digi_1_d1 <= DIGI_2;
                res_1  <= hex - 6'd20;
            end
            else if (hex >= 6'd10) begin
                digi_1_d1 <= DIGI_1;
                res_1  <= hex - 6'd10;
            end
            else begin
                digi_1_d1 <= DIGI_0;
                res_1  <= hex;
            end
        end
    end
    always @ (posedge clock or negedge rst_n) begin
        if (~rst_n) begin
            digi_0 <= DIGI_X;
        end
        else begin
            case (res_1)
            4'd0: digi_0 <= DIGI_0;
            4'd1: digi_0 <= DIGI_1;
            4'd2: digi_0 <= DIGI_2;
            4'd3: digi_0 <= DIGI_3;
            4'd4: digi_0 <= DIGI_4;
            4'd5: digi_0 <= DIGI_5;
            4'd6: digi_0 <= DIGI_6;
            4'd7: digi_0 <= DIGI_7;
            4'd8: digi_0 <= DIGI_8;
            4'd9: digi_0 <= DIGI_9;
            default:
                digi_0 <= DIGI_X;
            endcase
        end
    end
    always @ (posedge clock) begin
        digi_1 <= digi_1_d1;
    end
endmodule
module hex2decdigi_8bit(
    input   clock,
    input   rst_n,
    input   [7 : 0] hex,
    output  reg [6 : 0] digi_0,
    output  reg [6 : 0] digi_1,
    output  reg [6 : 0] digi_2
    );
    localparam DIGI_0 = 7'b0111111;
    localparam DIGI_1 = 7'b0011000;
    localparam DIGI_2 = 7'b1110110;
    localparam DIGI_3 = 7'b1111100;
    localparam DIGI_4 = 7'b1011001;
    localparam DIGI_5 = 7'b1101101;
    localparam DIGI_6 = 7'b1101111;
    localparam DIGI_7 = 7'b0111000;
    localparam DIGI_8 = 7'b1111111;
    localparam DIGI_9 = 7'b1111101;
    localparam DIGI_X = 7'b0000000;
    reg [6 : 0] res_2;
    reg [3 : 0] res_1;
    reg [6 : 0] digi_2_d1, digi_2_d2, digi_1_d1;
    always @ (posedge clock or negedge rst_n) begin
        if (~rst_n) begin
            digi_2_d1 <= DIGI_X;
            res_2  <= 7'd0;
        end
        else begin
            if (hex >= 8'd200) begin
                digi_2_d1 <= DIGI_2;
                res_2  <= hex - 8'd200;
            end
            else if (hex >= 8'd100) begin
                digi_2_d1 <= DIGI_1;
                res_2  <= hex - 8'd100;
            end
            else begin
                digi_2_d1 <= DIGI_0;
                res_2  <= hex;
            end
        end
    end
    always @ (posedge clock or negedge rst_n) begin
        if (~rst_n) begin
            digi_1_d1 <= DIGI_X;
            res_1  <= 4'd0;
        end
        else begin
            if (res_2 >= 7'd90) begin
                digi_1_d1 <= DIGI_9;
                res_1  <= res_2 - 7'd90;
            end
            else if (res_2 >= 7'd80) begin
                digi_1_d1 <= DIGI_8;
                res_1  <= res_2 - 7'd80;
            end
            else if (res_2 >= 7'd70) begin
                digi_1_d1 <= DIGI_7;
                res_1  <= res_2 - 7'd70;
            end
            else if (res_2 >= 7'd60) begin
                digi_1_d1 <= DIGI_6;
                res_1  <= res_2 - 7'd60;
            end
            else if (res_2 >= 7'd50) begin
                digi_1_d1 <= DIGI_5;
                res_1  <= res_2 - 7'd50;
            end
            else if (res_2 >= 7'd40) begin
                digi_1_d1 <= DIGI_4;
                res_1  <= res_2 - 7'd40;
            end
            else if (res_2 >= 7'd30) begin
                digi_1_d1 <= DIGI_3;
                res_1  <= res_2 - 7'd30;
            end
            else if (res_2 >= 7'd20) begin
                digi_1_d1 <= DIGI_2;
                res_1  <= res_2 - 7'd20;
            end
            else if (res_2 >= 7'd10) begin
                digi_1_d1 <= DIGI_1;
                res_1  <= res_2 - 7'd10;
            end
            else begin
                digi_1_d1 <= DIGI_0;
                res_1  <= res_2[3 : 0];
            end
        end
    end
    always @ (posedge clock or negedge rst_n) begin
        if (~rst_n) begin
            digi_0 <= DIGI_X;
        end
        else begin
            case (res_1)
            4'd0: digi_0 <= DIGI_0;
            4'd1: digi_0 <= DIGI_1;
            4'd2: digi_0 <= DIGI_2;
            4'd3: digi_0 <= DIGI_3;
            4'd4: digi_0 <= DIGI_4;
            4'd5: digi_0 <= DIGI_5;
            4'd6: digi_0 <= DIGI_6;
            4'd7: digi_0 <= DIGI_7;
            4'd8: digi_0 <= DIGI_8;
            4'd9: digi_0 <= DIGI_9;
            default:
                digi_0 <= DIGI_X;
            endcase
        end
    end
    always @ (posedge clock) begin
        digi_2_d2 <= digi_2_d1;
        digi_2    <= digi_2_d2;
        digi_1    <= digi_1_d1;
    end
endmodule
module sqrt_amp (
    input   clock,
    input   rst_n,
    input   [7 : 0] data,
    output  reg [15: 0] ap
    );
    localparam [8*16-1 : 0] thresh = {
        8'd1, 8'd3, 8'd7, 8'd13, 8'd21, 8'd31, 8'd43, 8'd57,
        8'd75, 8'd91, 8'd111, 8'd133, 8'd157, 8'd183, 8'd201, 8'd241
    };
    genvar i;
    generate
        for (i = 0; i < 16; i = i + 1) begin: CMP
            always @ (posedge clock or negedge rst_n) begin
                if (~rst_n) begin
                    ap[15-i] <= 1'b0;
                end
                else begin
                    ap[15-i] <= data > thresh[(i+1)*8-1 -: 8];
                end
            end
        end
    endgenerate
endmodule
module timer(
    input   clock,
    input   rst_n,
    input   w_en_n,          
    input   [7 : 0] t,
    input   [15: 0] addr,
    output  reg [5 : 0] hour,
    output  reg [5 : 0] minute
    );
    localparam CLK_FREQ = 1;  
    reg [31: 0] counter;
    always @ (posedge clock or negedge rst_n) begin
        if (~rst_n) begin
            counter <= 32'd0;
        end
        else if (counter == CLK_FREQ * 60 - 1) begin
            counter <= 32'd0;
        end
        else begin
            counter <= counter + 32'd1;
        end
    end
    always @ (posedge clock or negedge rst_n) begin
        if (~rst_n) begin
            hour    <= 6'd0;
            minute  <= 6'd0;
        end
        else if (~w_en_n) begin   
            if (addr[3 : 0] == 4'b1000) begin
                hour    <= t;
                minute  <= minute;
            end
            else if (addr[3 : 0] == 4'b1001) begin
                hour    <= hour;
                minute  <= t;
            end
            else begin
                hour    <= hour;
                minute  <= minute;
            end
        end
        else if (counter == CLK_FREQ * 60 - 1) begin     
            if (minute == 6'd59) begin
                if (hour == 6'd23) begin
                    hour <= 6'd0;
                end
                else begin
                    hour    <= hour + 6'd1;
                end
                minute  <= 6'd0;
            end
            else begin
                hour    <= hour;
                minute  <= minute + 8'd1;
            end
        end
    end
endmodule
module TH99CHLS (
    input   clk,
    input   rst_n,
    input   cs_n,            
    input   [7 : 0] abus,    
    input   ale,             
    input   r_n,             
    input   w_n,             
    input   [7 : 0] dbus,    
    input   pe_n,            
    input   [7 : 0] sig_in,  
    output  [6 : 0] sig_digi2,
    output  [6 : 0] sig_digi1,
    output  [6 : 0] sig_digi0,
    output  [6 : 0] hour_digi1,
    output  [6 : 0] hour_digi0,
    output  [6 : 0] minute_digi1,
    output  [6 : 0] minute_digi0,
    output  [15: 0] ap
    );
    reg     [15: 0] addr;
    reg     w_n_prev, cpu_wr_en_n;
    wire    [7 : 0] sig_out;
    wire    [5 : 0] hour_hex, minute_hex;
    always @ (abus or dbus or ale or cs_n) begin
        if (ale && ~cs_n) begin
            addr <= {abus, dbus};
        end
    end
    always @ (posedge clk) begin
        w_n_prev <= w_n;
    end
    always @ (posedge clk or negedge rst_n) begin
        if (~rst_n) begin
            cpu_wr_en_n <= 1'b1;
        end
        else begin
            cpu_wr_en_n <= !(w_n && !w_n_prev && !cs_n);
        end
    end
    filter filter_inst (
        .clock  (clk      ),
        .rst_n  (rst_n      ),
        .w_en_n (cpu_wr_en_n),
        .p      (dbus       ),
        .addr   (addr       ),
        .x_valid_n(pe_n       ),
        .x      (sig_in     ),
        .y      (sig_out    )
    );
    sqrt_amp sqrt_amp_inst (
        .clock  (clk  ),
        .rst_n  (rst_n  ),
        .data   (sig_out),
        .ap     (ap     )
    );
    timer timer_inst (
        .clock  (clk      ),
        .rst_n  (rst_n      ),
        .w_en_n (cpu_wr_en_n),
        .t      (dbus       ),
        .addr   (addr       ),
        .hour   (hour_hex   ),
        .minute (minute_hex )
    );
    hex2decdigi_8bit sig_out_encoder (
        .clock  (clk  ),
        .rst_n  (rst_n  ),
        .hex    (sig_out),
        .digi_0 (sig_digi0),
        .digi_1 (sig_digi1),
        .digi_2 (sig_digi2)
    );
    hex2decdigi_6bit hour_encoder (
        .clock  (clk  ),
        .rst_n  (rst_n  ),
        .hex    (hour_hex  ),
        .digi_0 (hour_digi0),
        .digi_1 (hour_digi1)
    );
    hex2decdigi_6bit minute_encoder (
        .clock  (clk  ),
        .rst_n  (rst_n  ),
        .hex    (minute_hex  ),
        .digi_0 (minute_digi0),
        .digi_1 (minute_digi1)
    );
endmodule
--- flow/run.sh ---
#!/bin/bash
# OpenROAD 26Q1-2900-gdf79404cd8, Yosys 0.63+post, stock flow scripts
make -C /OpenROAD-flow-scripts/flow DESIGN_CONFIG=/design/flow/config.mk WORK_HOME=/design/flow/orfs finish
==> insert_results.sql <==
-- flow metrics import
INSERT INTO impl_metrics (metric_group, metric, value, unit) VALUES
('setup_path', 'critical_path.startpoint', 'filter_inst.param[35]$_DFFE_PN0P_', ''),
('status', 'violations_in_the_final_reports', 'setup timing', ''),
('setup_path', 'cp_data_arrival_time', '6.94', 'ns'),
('clock_network', 'cts-root-to-sink-buffers', '3', ''),
('floorplanning', 'die.size.x', '220.7', 'µm'),
('route', 'postRouteWirelength', '45.49', 'mm'),
('clock_network', 'clkLatencyLatePin', '0.56', 'ns'),
('synthesis', 'syn-mean-instance-area', '10.57', 'µm²'),
('floorplanning', 'floorplan.io_pins', '96', ''),
('place', 'placed_cells', '2616', ''),
('timing', 'final_period_minus_worst_setup_slack', '6.525', 'ns'),
('global_routing', 'via_count_of_the_first_global_routing_pass', '13290', ''),
('setup_path', 'critical_path_peak_fanout', '3', ''),
('power_and_ir_drop', 'switchingPower', '2.792', 'mW'),
('place', 'portBuffers', '86', ''),
('route', 'drc_violation_total_after_the_first_tritonroute_iteration', '575', ''),
('power_and_ir_drop', 'clkPwrFrac', '26.0', '%'),
('run', 'max_cap_violations', '0', ''),
('place', 'globalplace.congestion', '0.9419', ''),
('setup_path', 'criticalPathCategory', 'flip-flop to flip-flop', ''),
('synthesis', 'synth_cells', '1809', ''),
('synthesis', 'share_of_flip_flops_with_an_asynchronous_set_or_reset_after_synthesis', '88.15', '%'),
('status', 'outcome', 'finished with violations', ''),
('setup_path', 'cpMaxStageDelayCell', 'sky130_fd_sc_hd__fa_1', ''),
('floorplanning', 'floorplan_die_area', '0.04870', 'mm²'),
('synthesis', 'synth_area', '0.01913', 'mm²'),
('timing', 'finalHoldViolCount', '0', ''),
('global_routing', 'grt-ovfl-total', '0', ''),
('setup_path', 'worst_r2r_endpoint', 'filter_inst.y[7]$_DFF_PN0_', ''),
('floorplanning', 'placementRows', '79', ''),
('min_path', 'min_path_type', 'flip-flop to flip-flop', ''),
('synthesis', 'number_of_warnings_issued_by_yosys', '6', ''),
('synthesis', 'yosysCellCount', '1809', ''),
('timing', 'timing.final.setup_violations', '1', ''),
('power_and_ir_drop', 'internal_power', '5.344', 'mW'),
('route', 'drc_errors', '0', ''),
('power_and_ir_drop', 'pwr_density_cell', '353.6', 'mW/mm²'),
('synthesis', 'synth-seq-cells', '287', ''),
('timing', 'number_of_register_pins_that_no_clock_reaches', '4', ''),
('power_and_ir_drop', 'pwr-share-seq', '32.3', '%'),
('synthesis', 'ys_sh_mux', '6.980', '%'),
('global_routing', 'global_route_wire_length_before_repair', '73.28', 'mm'),
('route', 'via_count', '13020', ''),
('layout', 'comb_area', '0.01114', 'mm²'),
('global_routing', 'antenna_found_initial', '0', ''),
('place', 'place_worst_setup_slack', '-0.5195', 'ns'),
('timing', 'final_max_slew_viol_count', '0', ''),
('layout', 'final_non_filler_cells', '2684', ''),
('clock_network', 'cts_tree', 'yes', ''),
('setup_path', 'critical_path_buf_inv_count', '1', ''),
('synthesis', 'ys_sh_simple', '12.89', '%'),
('synthesis', 'edf_count', '0', ''),
('synthesis', 'synth-compound-area-share', '6.398', '%'),
('synthesis', 'synth_adder_area_share', '24.37', '%'),
('run', 'tool_warnings', '76', ''),
('timing', 'setup_slack', '-0.4251', 'ns'),
('setup_path', 'worst_r2r_path_depth', '17', ''),
('setup_path', 'cpLargestDelayFamily', 'adder cells', ''),
('timing', 'number_of_unconstrained_endpoints', '4', ''),
('route', 'drt-wirelength-per-cell', '16.95', 'µm'),
('route', 'detail_route.antenna_diodes', '0', ''),
('setup_path', 'timing.critical_path.mode_cell', 'sky130_fd_sc_hd__fa_1', ''),
('place', 'detailed_place_hpwl', '34.69', 'mm'),
('power_and_ir_drop', 'ir_worst_vdd', '0.2629', 'mV'),
('min_path', 'hold_crit_depth', '0', ''),
('clock_network', 'htree_num_levels', '2', ''),
('timing', 'achievable-frequency', '153.3', 'MHz'),
('clock_network', 'cts_inserted_buffers', '35', ''),
('timing', 'tightestPinTransition', '0.8511', 'ns'),
('floorplanning', 'floorplan.die.height', '220.7', 'µm'),
('global_routing', 'largest_net_degree_at_the_start_of_global_routing', '100', '');
kinds of logic after synthesis:
group | Yosys count
buffers and inverters | 277
adders and majority gates | 294
and+or+nand+nor | 495
latches | 4
DFF | 283
muxes | 119
AOI/OAI and AO/OA | 183
other | 1
xor gates and xnor gates | 153
registers in the layout (all words and copies together) (netlist names), 7 cells and up:
signal / flops
filter_inst.param: 64
filter_inst.x_arr: 56
timer_inst.counter: 32
sqrt_amp_inst.ap: 16
filter_inst.y: 8
hour_encoder.digi_0: 7
minute_encoder.digi_0: 7
sig_out_encoder.digi_0: 7
sig_out_encoder.digi_1: 7
sig_out_encoder.digi_1_d1: 7
sig_out_encoder.res_2: 7
timing repair:
action | in CTS | in global routing
resized | 10 | 8
pin swaps | 14 | 8
endpoints found under the setup margin | 2 | 4
buffers inserted | 2 | 2
gates cloned | 0 | 0
per-stage QoR:
stage,TNS [ns],power (mW),utilization (%),hold WS (ns)
detailed placement,-0.6098,6.050,46.45,0.3121
finish,-0.4251,8.136,49.11,0.3268
global placement,-0.5288,6.024,46.45,0.3103
global route,-0.8507,8.814,49.11,0.3311
floorplan,-0.1943,4.706,-,0.3096
CTS,-0.5007,8.267,49.05,0.3269
worst register-to-register path, delay by kind of cell (launching register included):
kind / cells / cell delay, ns
buffers and inverters: 1 / 0.15
adders and majority gates: 9 / 4.52
DFF: 1 / 0.40
xor gates and xnor gates: 6 / 1.24
and+or+nand+nor: 1 / 0.08
how the worst min path moves through the flow:
stage	slack (ns)	end	from
CTS	0.33	sig_out_encoder.digi_2[4]$_DFF_P_	sig_out_encoder.digi_2_d2[4]$_DFF_P_
finish	0.33	sig_out_encoder.digi_2[3]$_DFF_P_	sig_out_encoder.digi_2_d2[3]$_DFF_P_
global route	0.33	sig_out_encoder.digi_2[3]$_DFF_P_	sig_out_encoder.digi_2_d2[3]$_DFF_P_
cells in the final DEF (no fill, tap or decap), types with 5 or more instances in the layout:
| master | instances |
|---|---|
| sky130_fd_sc_hd__mux2_2 | 115 |
| sky130_fd_sc_hd__nand2_2 | 6 |
| sky130_fd_sc_hd__clkdlybuf4s50_1 | 84 |
| sky130_fd_sc_hd__o21a_1 | 7 |
| sky130_fd_sc_hd__dfrtp_2 | 5 |
| sky130_fd_sc_hd__a21o_1 | 12 |
| sky130_fd_sc_hd__a221oi_1 | 5 |
| sky130_fd_sc_hd__nor3_1 | 7 |
| sky130_fd_sc_hd__nor2_1 | 41 |
| sky130_fd_sc_hd__dfrtp_1 | 247 |
| sky130_fd_sc_hd__and2_4 | 6 |
| sky130_fd_sc_hd__and3_1 | 9 |
| sky130_fd_sc_hd__fa_1 | 127 |
| sky130_fd_sc_hd__clkbuf_16 | 36 |
| sky130_fd_sc_hd__nor4_1 | 6 |
| sky130_fd_sc_hd__inv_1 | 234 |
| sky130_fd_sc_hd__ha_1 | 161 |
| sky130_fd_sc_hd__a31oi_1 | 8 |
| sky130_fd_sc_hd__clkinv_2 | 6 |
| sky130_fd_sc_hd__clkbuf_1 | 7 |
| sky130_fd_sc_hd__and2_1 | 108 |
| sky130_fd_sc_hd__dfxtp_1 | 30 |
| sky130_fd_sc_hd__nand3_1 | 26 |
| sky130_fd_sc_hd__nand4_1 | 8 |
| sky130_fd_sc_hd__buf_4 | 156 |
| sky130_fd_sc_hd__o21ai_0 | 51 |
| sky130_fd_sc_hd__nand2b_1 | 13 |
| sky130_fd_sc_hd__a21oi_1 | 25 |
| sky130_fd_sc_hd__nor2b_1 | 17 |
| sky130_fd_sc_hd__nand2_1 | 221 |
| sky130_fd_sc_hd__o21ai_1 | 8 |
| sky130_fd_sc_hd__and2_2 | 8 |
| sky130_fd_sc_hd__o22ai_1 | 16 |
| sky130_fd_sc_hd__xor2_1 | 31 |
| sky130_fd_sc_hd__xnor2_1 | 117 |
routing by layer:
metal / global-route usage [%] / up-vias / part of all wire, %
met5: 0 / - / 0
met4: 4.932 / 0 / 2.9
met3: 5.544 / 66 / 6.8
met2: 31.60 / 295 / 46
met1: 30.47 / 6321 / 44
li1: - / 6336 / -
cells in the mapped netlist, types with 3 or more instances:
cell type                  number  area [µm²]
sky130_fd_sc_hd__dfxtp_1       30       600.6
sky130_fd_sc_hd__a31o_2         3       26.28
sky130_fd_sc_hd__nor4_1         6       37.54
sky130_fd_sc_hd__and3_1         9       56.30
sky130_fd_sc_hd__and2_2         8       60.06
sky130_fd_sc_hd__dlxtp_1        4       60.06
sky130_fd_sc_hd__o21ai_1        8       40.04
sky130_fd_sc_hd__nor2b_1       17       106.4
sky130_fd_sc_hd__buf_2          3       15.01
sky130_fd_sc_hd__nor2_1        42       157.7
sky130_fd_sc_hd__a311oi_1       4       35.03
sky130_fd_sc_hd__a22oi_1        3       22.52
sky130_fd_sc_hd__inv_1        238       893.4
sky130_fd_sc_hd__o22ai_1       16       100.1
sky130_fd_sc_hd__o21a_1         7       52.55
sky130_fd_sc_hd__mux2_2       115        1295
sky130_fd_sc_hd__o211ai_1       4       30.03
sky130_fd_sc_hd__a21oi_1       27       135.1
sky130_fd_sc_hd__nand3_1       26       130.1
sky130_fd_sc_hd__mux2i_1        4       40.04
sky130_fd_sc_hd__clkbuf_1      29       108.9
sky130_fd_sc_hd__a221oi_1       5       43.79
sky130_fd_sc_hd__nand2_2        4       25.02
sky130_fd_sc_hd__o21ai_0       51       255.2
sky130_fd_sc_hd__o31a_1         4       35.03
sky130_fd_sc_hd__and2_1       113       706.9
sky130_fd_sc_hd__nand2_1      223       837.1
sky130_fd_sc_hd__dfrtp_1      252        6306
sky130_fd_sc_hd__xnor2_1      117        1025
sky130_fd_sc_hd__nand2b_1      13       81.33
sky130_fd_sc_hd__o21bai_1       4       30.03
sky130_fd_sc_hd__buf_4          4       30.03
sky130_fd_sc_hd__a31oi_1        8       50.05
sky130_fd_sc_hd__a21o_1        12       90.09
sky130_fd_sc_hd__fa_1         131        2623
sky130_fd_sc_hd__xor2_1        31       271.5
sky130_fd_sc_hd__ha_1         163        2039
sky130_fd_sc_hd__nor3_1         7       35.03
sky130_fd_sc_hd__nand4_1        8       50.05
sky130_fd_sc_hd__a211o_1        3       26.28
sky130_fd_sc_hd__or2_2          4       25.02
sky130_fd_sc_hd__xnor2_2        4       65.06
sky130_fd_sc_hd__nor3b_1        4       30.03
sky130_fd_sc_hd__a41oi_1        4       35.03
power by group through the flow:
stage	Sequential (mW)	Combinational (mW)	Clock [mW]
after global routing	2.69	3.86	2.26
after CTS	2.63	3.45	2.18
final	2.63	3.40	2.11
layout make-up:
| type | instances | area share [%] |
|---|---|---|
| clock inverters | 18 | 0.8809 |
| flip-flops and latches | 287 | 30.42 |
| repair buffers | 243 | 8.917 |
| multi-input cells | 1245 | 48.39 |
| well taps | 607 | 3.301 |
| inverters | 238 | 3.882 |
| clock buffers | 46 | 4.209 |
Power is estimated from default activity; no workload was simulated.
